==> /design/flow/design.v <==
module rs(
    input clk,
    input rst,
    input rdy,
    input in_fetcher_ce,
    output out_fetcher_isidle,
    input [3:0] in_decode_rob_tag,
    input [5:0] in_decode_op,
    input [31:0] in_decode_value1,
    input [31:0] in_decode_value2,
    input [31:0] in_decode_imm,
    input [3:0] in_decode_tag1,
    input [3:0] in_decode_tag2,
    input [31:0] in_decode_pc,
    input [31:0] in_alu_cdb_value,
    input [3:0] in_alu_cdb_tag,
    input [3:0] in_slb_cdb_tag,
    input [31:0] in_slb_cdb_value,
    input in_slb_ioin,
    input [3:0] in_rob_cdb_tag,
    input [31:0] in_rob_cdb_value,
    output reg [5:0] out_alu_op,
    output reg [31:0] out_alu_value1,
    output reg [31:0] out_alu_value2,
    output reg [31:0] out_alu_imm,
    output reg [3:0] out_alu_rob_tag,
    output reg [31:0] out_alu_pc,
    input in_rob_misbranch
);
    reg busy[(16-1):0];
    reg [3:0] tags[(16-1):0];
    reg [5:0] op[(16-1):0];
    reg [31:0] value1[(16-1):0];
    reg [31:0] value2[(16-1):0];
    reg [31:0] imms[(16-1):0];
    reg [31:0] pcs[(16-1):0];
    reg [3:0] value1_tag[(16-1):0];
    reg [3:0] value2_tag[(16-1):0];
    wire [3:0] free_tag;
    wire [3:0] issue_tag;
    wire ready [(16-1):0];
    assign out_fetcher_isidle = (free_tag != 4'b0);
    assign free_tag = ~busy[1] ? 1 :
                      ~busy[2] ? 2 :
                      ~busy[3] ? 3 :
                      ~busy[4] ? 4 :
                      ~busy[5] ? 5 :
                      ~busy[6] ? 6 :
                      ~busy[7] ? 7 :
                      ~busy[8] ? 8 :
                      ~busy[9] ? 9 :
                      ~busy[10] ? 10 :
                      ~busy[11] ? 11 :
                      ~busy[12] ? 12 :
                      ~busy[13] ? 13 :
                      ~busy[14] ? 14 :
                      ~busy[15] ? 15 :
                      4'b0;
    assign issue_tag = ready[1] ? 1 :
                       ready[2] ? 2 :
                       ready[3] ? 3 :
                       ready[4] ? 4 :
                       ready[5] ? 5 :
                       ready[6] ? 6 :
                       ready[7] ? 7 :
                       ready[8] ? 8 :
                       ready[9] ? 9 :
                       ready[10] ? 10 :
                       ready[11] ? 11 :
                       ready[12] ? 12 :
                       ready[13] ? 13 :
                       ready[14] ? 14 :
                       ready[15] ? 15 :
                       4'b0;
    genvar j;
    generate
        for (j = 1; j < 16; j = j + 1) begin : issueCheck
            assign ready[j] = (busy[j] == 1'b1) && (value1_tag[j] == 4'b0) && (value2_tag[j] == 4'b0);
        end
    endgenerate
    integer i;
    always @(posedge clk) begin
        if(rst == 1'b1) begin
            out_alu_op <= 6'b000000;
            for(i = 0; i < 16; i = i + 1) begin
                busy[i] <= 1'b0;
                op[i] <= 6'b000000;
            end
        end else if(rdy == 1'b1) begin
            out_alu_op <= 6'b000000;
            if(in_rob_misbranch == 1'b1) begin
                for(i = 1; i < 16; i = i + 1) begin
                    busy[i] <= 1'b0;
                    tags[i] <= 4'b0;
                end
            end else begin
                if(issue_tag != 4'b0) begin
                    out_alu_op <= op[issue_tag];
                    out_alu_value1 <= value1[issue_tag];
                    out_alu_value2 <= value2[issue_tag];
                    out_alu_imm <= imms[issue_tag];
                    out_alu_rob_tag <= tags[issue_tag];
                    out_alu_pc <= pcs[issue_tag];
                    busy[issue_tag] <= 1'b0;
                end
                if(in_fetcher_ce == 1'b1 && in_decode_rob_tag != 4'b0 && in_decode_op != 6'b000000) begin
                    busy[free_tag] <= 1'b1;
                    tags[free_tag] <= in_decode_rob_tag;
                    op[free_tag] <= in_decode_op;
                    value1[free_tag] <= in_decode_value1;
                    value2[free_tag] <= in_decode_value2;
                    imms[free_tag] <= in_decode_imm;
                    value1_tag[free_tag] <= in_decode_tag1;
                    value2_tag[free_tag] <= in_decode_tag2;
                    pcs[free_tag] <= in_decode_pc;
                    if(in_alu_cdb_tag != 4'b0) begin
                        if(in_decode_tag1 == in_alu_cdb_tag) begin
                            value1[free_tag] <= in_alu_cdb_value;
                            value1_tag[free_tag] <= 4'b0;
                        end
                        if(in_decode_tag2 == in_alu_cdb_tag) begin
                            value2[free_tag] <= in_alu_cdb_value;
                            value2_tag[free_tag] <= 4'b0;
                        end
                    end
                    if(in_slb_cdb_tag != 4'b0 && in_slb_ioin == 1'b0) begin
                        if(in_decode_tag1 == in_slb_cdb_tag) begin
                            value1[free_tag] <= in_slb_cdb_value;
                            value1_tag[free_tag] <= 4'b0;
                        end
                        if(in_decode_tag2 == in_slb_cdb_tag) begin
                            value2[free_tag] <= in_slb_cdb_value;
                            value2_tag[free_tag] <= 4'b0;
                        end
                    end
                end
                for(i = 1; i < 16; i = i + 1) begin
                    if(busy[i] == 1'b1) begin
                        if(in_alu_cdb_tag != 4'b0) begin
                            if(value1_tag[i] == in_alu_cdb_tag) begin
                                value1[i] <= in_alu_cdb_value;
                                value1_tag[i] <= 4'b0;
                            end
                            if(value2_tag[i] == in_alu_cdb_tag) begin
                                value2[i] <= in_alu_cdb_value;
                                value2_tag[i] <= 4'b0;
                            end
                        end
                        if(in_rob_cdb_tag != 4'b0) begin  
                            if(value1_tag[i] == in_rob_cdb_tag) begin 
                                value1[i] <= in_rob_cdb_value;
                                value1_tag[i] <= 4'b0;
                            end
                            if(value2_tag[i] == in_rob_cdb_tag) begin 
                                value2[i] <= in_rob_cdb_value;
                                value2_tag[i] <= 4'b0;
                            end
                        end
                        if(in_slb_cdb_tag != 4'b0 && in_slb_ioin == 1'b0) begin 
                            if(value1_tag[i] == in_slb_cdb_tag) begin 
                                value1[i] <= in_slb_cdb_value;
                                value1_tag[i] <= 4'b0;
                            end
                            if(value2_tag[i] == in_slb_cdb_tag) begin 
                                value2[i] <= in_slb_cdb_value;
                                value2_tag[i] <= 4'b0;
                            end
                        end
                    end
                end
            end
        end
    end
endmodule
==> /design/flow/run.sh <==
#!/bin/bash
# OpenROAD 26Q1-2900-gdf79404cd8, Yosys 0.63+post, stock flow scripts
make -C /OpenROAD-flow-scripts/flow DESIGN_CONFIG=/design/flow/config.mk WORK_HOME=/design/flow/orfs finish
==> /design/flow/config.mk <==
export PLATFORM = sky130hd
export DESIGN_NAME = rs
export DESIGN_NICKNAME = rs
export VERILOG_FILES = /design/flow/design.v
export SDC_FILE = /design/flow/constraint.sdc
export NUM_CORES = 4
export LEC_CHECK = 1
export CORE_UTILIZATION = 50
==> /design/flow/constraint.sdc <==
current_design rs

set clk_period 43.4
set clk_io_pct 0.2

create_clock -name clk0 -period $clk_period [get_ports {clk}]

set non_clock_inputs [all_inputs -no_clocks]
set_input_delay [expr $clk_period * $clk_io_pct] -clock clk0 $non_clock_inputs
set_output_delay [expr $clk_period * $clk_io_pct] -clock clk0 [all_outputs]
==> flow_metrics.py <==
# Physical implementation metrics
metrics = {
    "route": {
        "avgRoutedWirePerCell_um": 32.12,
        "num_vias": 96297,
        "postRouteAntennaNets": 0,
        "route.final.wire_length_um": 458300,
        "drtIter0Drc": 8434,
        "via_per_inst": 6.748,
        "drc": 0,
        "firstDrtPassIters": 8,
    },
    "timing": {
        "drv_slew": 0,
        "max_freq_mhz": 72.69,
        "hold_violations": 0,
        "setup_slack_ns": 29.64,
        "final.setup.tns_ns": 0,
        "final-setup-viol-count": 0,
        "post-route-period-util_pct": 31.70,
        "worst_clock_skew_ns": 0.08135,
        "relSlewSlack_pct": 13.89,
        "rsz0062_at_grt": "no",
        "worstMarginPinSlew_ns": 1.284,
        "period_minus_slack_ns": 13.76,
    },
    "worst_setup_path": {
        "crit_arrival_ns": 14.31,
        "path_cells": "clkdlybuf4s50_1, nor2_1, nand2_1, a211oi_1, and4_1, and3_1, nand3_1, inv_4, buf_4",
        "cp_slowest_stage_delay_ns": 1.12,
        "cp-start-kind": "input pin",
        "crit_required_ns": 43.95,
        "critPathMaxFanout": 40,
        "cp-end-kind": "register",
        "crit_slowest_cell": "a211oi_1",
        "critical_path_class": "in -> reg",
    },
    "floorplan": {
        "die-area_mm2": 0.2575,
        "placementRows": 185,
        "core_mm2": 0.2539,
        "die_y_um": 507.4,
        "fp_util_pct": 50.30,
        "io_pins": 399,
        "die-width_um": 507.4,
    },
    "synth": {
        "synth-async-reset-ratio_pct": 0,
        "edf_count": 2340,
        "syn_area_mm2": 0.1277,
        "yosys.area.top_type_share_pct": 55.01,
        "yosysWarnings": 1,
        "syn-mean-instance-area_um2": 11.64,
        "synthCells": 10973,
        "area_leaders": "edfxtp_1 (55%), mux2i_1 (8.5%), o211ai_1 (5.5%), o21ai_0 (4.2%), clkbuf_1 (3.2%)",
        "synth_cell_type_count": 72,
        "ys_seq_share_pct": 57.22,
        "top_area_cell": "edfxtp_1",
        "synth_chip_area_mm2": 0.1277,
        "ys_cells": 10973,
        "ys.flops": 2481,
        "ys.flop_type": "edfxtp_1",
    },
    "clock_network": {
        "cts_root_buffer": "clkbuf_16",
        "path_clk_slew_ns": 0.05,
        "insertion_delay_ns": 0.96,
        "holdBufCountCts": 0,
        "post_cts_buffers": 0,
        "cts_sinks": 2481,
        "numCtsBuffers": 290,
        "cts_resized": 0,
        "cts.htree.levels": 5,
        "max-clock-path-buffers": 4,
        "cts_tree": "done",
    },
    "status": {
        "outcome": "completed",
    },
    "global_route": {
        "first_global_vias": 95268,
        "grt.overflow.total": 0,
        "grt_pass1_wl_um": 658300,
        "grt_start_max_net_pins": 106,
        "antenna_found_initial": 23,
        "grt_usage_pct": 38.22,
    },
    "place": {
        "pre_cts_slack_ns": 28.95,
        "port_buffers": 398,
        "dp_hpwl_um": 275800,
        "gp_congestion": 0.9596,
    },
    "power": {
        "finalPower_uw": 5247,
        "p_leak_uw": 0.04645,
        "p_per_area_mw_per_mm2": 36.70,
        "peakVddDrop_v": 0.00004429,
    },
    "flow_run": {
        "warnings": 29,
        "cap_violations": 0,
    },
    "layout": {
        "drive_gt1_share_pct": 9.445,
        "area_growth_pct": 11.93,
    },
    "hold_path": {
        "hold_class": "reg -> reg",
    },
}
-- cell type report --
type,instances,area (um^2)
Fill cell,19900,111000
Clock inverter,119,1011
Timing Repair Buffer,809,7097
Clock buffer,372,7722
Inverter,114,447.9
Tap cell,3366,4212
Sequential cell,2481,73090
Multi-Input combinational cell,7000,49360
Antenna cell,9,22.52
-- metal layers --
metal	vias to the layer above	part of all wire, %	GRT usage [%]
met5	-	0.11	1.148
met4	44	3.5	11.30
met3	1078	17	24.03
met2	6934	44	53.15
met1	46285	36	52.06
li1	41956	-	-
-- registers in the layout, summed over array words and instances (netlist names) --
register / count
out_alu_pc: 32
tags: 64
pcs: 512
value1: 512
value2_tag: 60
out_alu_value2: 32
value2: 512
busy: 15
out_alu_op: 6
op: 96
out_alu_imm: 32
out_alu_rob_tag: 4
value1_tag: 60
imms: 512
out_alu_value1: 32
-- kinds of logic after synthesis --
family / Yosys count / share of synthesized area [%]
AND-OR/OR-AND: 3483 / 19.06
XOR/XNOR: 376 / 2.578
buffers and inverters: 1492 / 4.647
flip-flops: 2481 / 57.22
multiplexers: 1187 / 9.400
AND/OR/NAND/NOR: 1954 / 7.095
-- power breakdown --
group	total [uW]	leakage, uW	switching (uW)	internal (uW)
clock	2310	0.00428	959	1350
sequential	2630	0.0222	8.09	2630
combinational	299	0.0199	196	103
-- worst max-delay path, delay by kind of cell --
kind / cells / cell delay (ns)
simple gates: 5 / 2.26
buf+inv: 3 / 2.09
compound gates: 1 / 1.12
-- metrics by stage --
step	hold slack, ns	instance area [um^2]	cells	utilization, %
floorplan	0.4014	127700	10973	-
global placement	0.4603	134200	13770	52.85
detailed placement	0.4717	134200	13770	52.85
CTS	0.4792	142900	14261	56.29
global route	0.4873	143000	14265	56.30
finish	0.4674	143000	14270	56.30
-- Yosys cell counts, types with 7 or more instances --
master and number:
edfxtp_1 2340, mux2i_1 1087, clkbuf_1 1078, o21ai_0 1069, nand2_1 1034, o211ai_1 937
a221oi_1 437, a22o_1 430, o22ai_1 292, xnor2_1 232, nor2_1 199, buf_2 155
xor2_1 144, dfxtp_1 141, or2_1 132, buf_1 123, nand4_1 118, and2_1 114
a222oi_1 99, mux2_2 99, nand3_1 92, inv_1 81, a21oi_1 71, a21o_1 65
and3_1 65, nor4_1 47, or2_2 47, nand2b_1 41, clkinv_1 32, nor3_1 25
buf_6 17, a211oi_1 13, nor2b_1 13, and4_1 11, a31o_1 9, a31oi_1 7
o32ai_1 7
-- final timing paths --
path / cells past startpoint / end / slack (ns) / start
worst max-delay path: 9 / imms[12][24]$_DFFE_PP_ / 29.64 / rst
worst max register to register: 14 / out_alu_value1[9]$_DFFE_PP_ / 36.93 / busy[13]$_DFF_P_
worst min register to register: 2 / out_alu_op[2]$_SDFFE_PP0P_ / 0.47 / out_alu_op[2]$_SDFFE_PP0P_
worst min-delay path: 2 / out_alu_op[2]$_SDFFE_PP0P_ / 0.47 / out_alu_op[2]$_SDFFE_PP0P_
-- placed cells by master (no fill, tap or decap), types with 64 or more instances in the layout --
cell and count:
a21o_1 64, a21oi_1 65, a221oi_1 437, a222oi_1 99
a22o_1 430, and2_1 112, buf_4 404, clkbuf_1 73
clkbuf_16 296, clkdlybuf4s50_1 386, clkinv_1 90, dfxtp_1 141
edfxtp_1 2340, inv_1 75, mux2_2 99, mux2i_1 1087
nand2_1 1029, nand3_1 92, nand4_1 118, nor2_1 164
o211ai_1 937, o21ai_0 1069, o22ai_1 276, or2_1 132
xnor2_1 232, xor2_1 144
Power figures rest on the tool's default switching activity, not on a simulated workload.
