==> design.v <==
module rob(
    input clk,
    input rst,
    input rdy,
    output[3:0] out_decode_idle_tag,
    input [31:0] in_decode_destination,
    input [5:0] in_decode_op,
    input [31:0] in_decode_pc,
    input in_decode_jump_ce,
    input [3:0] in_decode_fetch_tag1,
    output [31:0] out_decode_fetch_value1,
    output out_decode_fetch_ready1,
    input [3:0] in_decode_fetch_tag2,
    output [31:0] out_decode_fetch_value2,
    output out_decode_fetch_ready2,
    output out_fetcher_isidle,
    input in_fetcher_ce,
    input [31:0] in_alu_cdb_value,
    input [31:0] in_alu_cdb_newpc,
    input [3:0] in_alu_cdb_tag,
    input [3:0] in_slb_cdb_tag,
    input [31:0] in_slb_cdb_value,
    input [31:0] in_slb_cdb_destination,
    input in_slb_ioin,
    input [31:0] in_slb_now_addr,
    output out_slb_check,
    output reg[4:0] out_reg_index,
    output reg[3:0] out_reg_rob_tag,
    output reg[31:0] out_reg_value,
    output reg out_mem_ce,
    output reg [5:0] out_mem_size,
    output reg [31:0] out_mem_address,
    output reg [31:0] out_mem_data,
    output reg out_mem_load_ce,
    input in_mem_ce,
    input [31:0] in_mem_data,
    output reg out_misbranch,
    output reg [31:0] out_newpc,
    output reg out_bp_ce,
    output reg [7:0] out_bp_tag,
    output reg out_bp_jump_ce,
    output reg [3:0] out_rob_tag,
    output reg [31:0] out_value
);
    reg [31:0] value [(16-1):0];
    reg [31:0] destination [(16-1):0];
    reg ready [(16-1):0];
    reg [5:0] op [(16-1):0];
    reg [31:0] newpc [(16-1):0];
    reg isStore [(16-1):0];
    reg isIOread [(16-1):0];
    reg [31:0] pcs [(16-1):0];
    reg predictions [(16-1):0];
    reg [3:0] head;
    reg [3:0] tail;
    wire [3:0] nextPtr;
    wire [3:0] nowPtr;
    reg status;
    localparam IDLE = 0, WAIT_MEM = 1;
    assign nextPtr = tail % (16 - 1) + 1;
    assign nowPtr = head % (16 - 1) + 1;
    assign out_decode_idle_tag = (nextPtr == head) ? 4'b0 : nextPtr;
    assign out_fetcher_isidle = (nextPtr != head) && ((nextPtr % (16 - 1) + 1 != head));
    assign out_decode_fetch_value1 = value[in_decode_fetch_tag1];
    assign out_decode_fetch_value2 = value[in_decode_fetch_tag2];
    assign out_decode_fetch_ready1 = ready[in_decode_fetch_tag1];
    assign out_decode_fetch_ready2 = ready[in_decode_fetch_tag2];
    assign out_slb_check = (isStore[1]  && in_slb_now_addr == destination[1] ) ||
                           (isStore[2]  && in_slb_now_addr == destination[2] ) ||
                           (isStore[3]  && in_slb_now_addr == destination[3] ) ||
                           (isStore[4]  && in_slb_now_addr == destination[4] ) ||
                           (isStore[5]  && in_slb_now_addr == destination[5] ) ||
                           (isStore[6]  && in_slb_now_addr == destination[6] ) ||
                           (isStore[7]  && in_slb_now_addr == destination[7] ) ||
                           (isStore[8]  && in_slb_now_addr == destination[8] ) ||
                           (isStore[9]  && in_slb_now_addr == destination[9] ) ||
                           (isStore[10] && in_slb_now_addr == destination[10]) ||
                           (isStore[11] && in_slb_now_addr == destination[11]) ||
                           (isStore[12] && in_slb_now_addr == destination[12]) ||
                           (isStore[13] && in_slb_now_addr == destination[13]) ||
                           (isStore[14] && in_slb_now_addr == destination[14]) ||
                           (isStore[15] && in_slb_now_addr == destination[15]);
    integer i;
    always @(posedge clk) begin
        if(rst == 1'b1) begin
            head <= 1;
            tail <= 1;
            out_reg_index <= 5'b0;
            out_mem_ce <= 1'b0;
            out_mem_load_ce <= 1'b0;
            status <= IDLE;
            out_misbranch <= 1'b0;
            out_bp_ce <= 1'b0;
            out_rob_tag <= 4'b0;
            for(i = 0; i < 16; i = i + 1) begin
                ready[i] <= 1'b0;
                isStore[i] <= 1'b0;
                isIOread[i] <= 1'b0;
            end
        end else if(rdy == 1'b1 && out_misbranch == 1'b0) begin
            out_rob_tag <= 4'b0;
            out_reg_index <= 5'b0;
            out_mem_ce <= 1'b0;
            out_mem_load_ce <= 1'b0;
            out_bp_ce <= 1'b0;
            if(in_fetcher_ce == 1'b1 && in_decode_op != 6'b000000) begin
                pcs[nextPtr] <= in_decode_pc;
                predictions[nextPtr] <= in_decode_jump_ce;
                destination[nextPtr] <= in_decode_destination;
                op[nextPtr] <= in_decode_op;
                case(in_decode_op)
                    6'b010000,6'b010001,6'b010010 : begin
                        isStore[nextPtr] <= 1'b1;
                    end
                    default : begin
                        isStore[nextPtr] <= 1'b0;
                    end
                endcase
                ready[nextPtr] <= 1'b0;
                tail <= nextPtr;
            end
            if(in_alu_cdb_tag != 4'b0) begin
                value[in_alu_cdb_tag] <= in_alu_cdb_value;
                newpc[in_alu_cdb_tag] <= in_alu_cdb_newpc;
                ready[in_alu_cdb_tag] <= 1'b1;
            end
            if(in_slb_cdb_tag != 4'b0) begin
                ready[in_slb_cdb_tag] <= (in_slb_ioin == 1'b1) ? 1'b0 : 1'b1;
                value[in_slb_cdb_tag] <= in_slb_cdb_value;
                isIOread[in_slb_cdb_tag] <= (in_slb_ioin == 1'b0) ? 1'b0 : 1'b1;
                if(isStore[in_slb_cdb_tag]) begin
                    destination[in_slb_cdb_tag] <= in_slb_cdb_destination;
                end
            end
            if(ready[nowPtr] == 1'b1 && head != tail) begin
                if(status == IDLE) begin
                    case(op[nowPtr])
                        6'b000000 : begin end
                        6'b000100 : begin
                            out_reg_index <= destination[nowPtr][4:0];
                            out_reg_rob_tag <= nowPtr;
                            out_reg_value <= value[nowPtr];
                            out_misbranch <= 1'b1;
                            out_newpc <= newpc[nowPtr];
                        end
                        6'b000101,6'b000110,6'b000111,6'b001000,6'b001001,6'b001010: begin 
                            out_bp_ce <= 1'b1;
                            out_bp_jump_ce <= (value[nowPtr] == 32'b1) ? 1'b1 : 1'b0;
                            out_bp_tag <= pcs[nowPtr][9:2];
                            status <= IDLE;
                            isStore[nowPtr]= 1'b0;
                            head <= nowPtr;
                            if(value[nowPtr] == 32'b1 && predictions[nowPtr] == 1'b0) begin
                                out_misbranch <= 1'b1;
                                out_newpc <= newpc[nowPtr];
                            end
                            if(value[nowPtr] == 32'b0 && predictions[nowPtr] == 1'b1) begin
                                out_misbranch <=1'b1;
                                out_newpc <= pcs[nowPtr] + 4;
                            end
                        end
                        6'b010000 : begin
                            status <= WAIT_MEM;
                            out_mem_size <= 1;
                            out_mem_address <= destination[nowPtr];
                            out_mem_data <= value[nowPtr];
                            out_mem_ce <= 1'b1;
                        end
                        6'b010001 : begin
                            status <= WAIT_MEM;
                            out_mem_size <= 2;
                            out_mem_address <= destination[nowPtr];
                            out_mem_data <= value[nowPtr];
                            out_mem_ce <= 1'b1;
                        end
                        6'b010010 : begin
                            status <= WAIT_MEM;
                            out_mem_size <= 4;
                            out_mem_address <= destination[nowPtr];
                            out_mem_data <= value[nowPtr];
                            out_mem_ce <= 1'b1;
                        end
                        default : begin
                            status <= IDLE;
                            out_reg_index <= destination[nowPtr][4:0];
                            out_reg_rob_tag <= nowPtr;
                            out_reg_value <= value[nowPtr];
                            isStore[nowPtr] <= 1'b0;
                            head <= nowPtr;
                        end
                    endcase
                end else if(status == WAIT_MEM) begin
                    if(in_mem_ce == 1'b1) begin
                        status <= IDLE;
                        isStore[nowPtr] <= 1'b0;
                        head <= nowPtr;
                    end
                end
            end else if(isIOread[nowPtr] == 1'b1 && head != tail) begin
                if(status == IDLE) begin
                    status <= WAIT_MEM;
                    out_mem_load_ce <= 1'b1;
                end else if(status == WAIT_MEM) begin
                    if(in_mem_ce == 1'b1) begin
                        status <= IDLE;
                        out_reg_index <= destination[nowPtr][4:0];
                        out_reg_rob_tag <= nowPtr;
                        out_reg_value <= in_mem_data;
                        value[nowPtr] <= in_mem_data;
                        ready[nowPtr] <= 1'b1;
                        isStore[nowPtr] <= 1'b0;
                        isIOread[nowPtr] <= 1'b0;
                        head <= nowPtr;
                        out_rob_tag <= nowPtr;
                        out_value <= in_mem_data;
                    end
                end
            end
        end else if(rdy == 1'b1 && out_misbranch == 1'b1) begin
            out_bp_ce <= 1'b0;
            out_rob_tag <=4'b0;
            out_mem_load_ce <= 1'b0;
            out_misbranch <= 1'b0;
            head <= 1;
            tail <= 1;
            out_reg_index <= 5'b0;
            out_mem_ce <= 1'b0;
            status <= IDLE;
            for(i = 0; i < 16; i = i + 1) begin
                ready[i] <= 1'b0;
                value[i] <= 32'b0;
                isStore[i] <= 1'b0;
                isIOread[i] <= 1'b0;
            end
        end
    end
endmodule
==> run.sh <==
#!/bin/bash
# OpenROAD 26Q1-2900-gdf79404cd8, Yosys 0.63+post, stock flow scripts
make -C /OpenROAD-flow-scripts/flow DESIGN_CONFIG=/design/flow/config.mk WORK_HOME=/design/flow/orfs finish
==> config.mk <==
export PLATFORM = sky130hd
export DESIGN_NAME = rob
export DESIGN_NICKNAME = rob
export VERILOG_FILES = /design/flow/design.v
export SDC_FILE = /design/flow/constraint.sdc
export NUM_CORES = 4
export LEC_CHECK = 1
export CORE_UTILIZATION = 30
==> constraint.sdc <==
current_design rob

set clk_period 78.4
set clk_io_pct 0.2

create_clock -name clk0 -period $clk_period [get_ports {clk}]

set non_clock_inputs [all_inputs -no_clocks]
set_input_delay [expr $clk_period * $clk_io_pct] -clock clk0 $non_clock_inputs
set_output_delay [expr $clk_period * $clk_io_pct] -clock clk0 [all_outputs]
==> ci_impl_report.md <==
### Flow metrics

| Metric | Value |
|---|---|
| Status | `complete, no violations` |
| Row Count | `237` |
| Final Cycle Share | `0.452` |
| Global route overflow | `0` |
| CP required | `~63000 ps` |
| Drc violations | `0` |
| Largest net degree at the start of global routing | `between 100 and 150` |
| Chip width | `about 650 um` |
| Global-route wire length before repair | `~760000 um` |
| Tool Warnings | `33` |
| CTS buffer count | `roughly 270` |
| Clk_skew | `a little over 80 ps` |
| Final wirelength | `between 500000 and 600000 um` |
| Worst-Margin Slew | `1160 ps` |
| Critical Path Source Type | `primary input` |
| Slew Viols, Final | `0` |
| Yosys top cell by area | `edfxtp_1` |
| Power per Cell Area | `22.3 nW/um2` |
| PostCTS Resize Cnt | `0` |
| P_sw | `approximately 840 uW` |
| Post-CTS Setup Inserts | `0` |
| Drt pass-1 iters | `9` |
| Syn Area/Cell | `approximately 12 um2` |
| CP arrival | `19770 ps` |
| Avg Vias per Cell | `5.74` |
| P_int | `2.41 mW` |
| Leakage | `49.9 nW` |
| PortBufs | `around 550` |
| Gpl congestion | `1.06` |
| Critical Path End Type | `output port` |
| CP max FO | `15` |
| Final setup viols | `0` |
| Max Root-Sink Buffers | `4` |
| Ranking of synthesized cells by instance count | `1824 x edfxtp_1, 1398 x nand2_1, 866 x mux2i_1, 708 x clkbuf_1, 663 x mux4_2` |
| Post-Syn Area | `126000 um2` |
| Setup CP Type | `in2out` |
| DP Wirelength | `around 370000 um` |
| Buffers & Inverters on Critical Path | `3` |
| Final ANT Viol Nets | `0` |
| Initial antenna violation count | `~120` |
| Core ar. | `417000 um2` |
| Vias in the first global route | `90648` |
| Unique cell types | `102` |
| Gate count of the mapped netlist | `between 10000 and 15000` |
| RSZ-0062 raised after global routing | `no` |
| Peak VDD IR | `0.0173 mV` |
| CTS root buffer | `clkbuf_16` |
| Synthesized registers | `2406` |
| Synth top area cells | `edfxtp_1 44%, mux4_2 12%, dfxtp_1 9.3%` |
| TritonCTS clock tree | `done` |
| Clock power frac | `0.390` |
| Area delta synth->final | `16.3%` |
| Clock latency at the later pin of the worst-skew pair | `940 ps` |
| Most numerous cell in the Yosys netlist | `edfxtp_1` |
| Clk sinks | `2406` |
| Setup TNS | `0 ps` |
| Top_reg_cell synth | `edfxtp_1` |
| Top-area cell type share of the netlist area | `0.436` |
| Hold Buf Count CTS | `0` |
| Die height | `649 um` |
| Sequential element share of the synthesized area | `0.529` |
| CTS H-tree lvls | `5` |
| Number of max-cap violations | `0` |
| Synthesis Warnings | `1` |
| Combinational share of power | `0.139` |
| EDFF count, synth | `1824` |
| Iter 0 DRT Violations | `8356` |
| IO Count | `549` |
| Clock-pin slew on the worst setup and hold paths | `roughly 60 ps` |
| Tot GR Track Use | `0.273` |
| Sw frac | `0.259` |
| Asr flop ratio synth | `0` |
| Max Clock Freq | `about 28 MHz` |
| Slew margin rel. | `0.220` |
| Finished Core Util | `0.350` |
| Yosys stat chip area | `126000 um2` |
| Chip area | `421000 um2` |
| CP max stage cell | `nor4_1` |
| Wire length per cell | `34.7 um` |
| CP peak stage delay | `around 910 ps` |
| Final Hold Vio Count | `0` |
| Layout cell share with drive strength beyond 1 | `0.200` |
| CP Cell Sequence | `clkdlybuf4s50_1 -> buf_4 -> xnor2_1 -> nand4_1 -> nor4_1 -> nand4_1 -> nor4_1 -> nor4_1 -> nand4_1 -> clkdlybuf4s50_1` |
| # Cells Yosys | `just over 10000` |
| Reg power frac | `0.472` |
| Vias | `a little over 90000` |
| FP Core Util | `0.301` |
| Fill cells | `between 30000 and 40000` |
| Hold Path Class | `reg2reg` |
| CP delay by family, top | `simple AND/OR/NAND/NOR gates` |
| Min Clock Period, post-route | `around 35000 ps` |
placed cells by master, fill, tap and decap left out, types with 56 or more instances in the layout:
| cell type | count |
|---|---|
| xnor2_1 | 444 |
| o211ai_1 | 263 |
| a211o_1 | 132 |
| buf_4 | 381 |
| mux4_2 | 663 |
| xor2_1 | 67 |
| a21oi_1 | 633 |
| nor4_1 | 71 |
| o22ai_1 | 157 |
| nand2_1 | 1354 |
| nand3_1 | 208 |
| o21ai_1 | 56 |
| mux2_2 | 499 |
| clkdlybuf4s50_1 | 537 |
| mux2i_1 | 866 |
| diode_2 | 66 |
| clkbuf_16 | 279 |
| o21ai_0 | 137 |
| nor2_1 | 353 |
| dfxtp_1 | 581 |
| nand4_1 | 124 |
| edfxtp_1 | 1824 |
| clkbuf_1 | 59 |
final timing paths:
path	from	end	slack [ps]	cells past startpoint
setup / recovery	in_slb_now_addr[24]	out_slb_check	42950	10
hold / removal	isIOread[11]	isIOread[11]	470	2
setup reg to reg	head[1]	out_newpc[28]	70170	18
hold reg to reg	isIOread[11]	isIOread[11]	470	2
sequential cells by signal (all words and copies together) (netlist names), 3 cells and up:
signal / count
pcs: 512
out_mem_address: 32
ready: 16
predictions: 16
head: 4
out_reg_index: 5
out_rob_tag: 4
out_mem_data: 32
out_bp_tag: 8
out_mem_size: 3
newpc: 512
out_newpc: 32
out_reg_rob_tag: 4
value: 512
op: 96
destination: 512
isStore: 16
out_reg_value: 32
tail: 4
out_value: 32
isIOread: 16
through the flow:
step | setup slack, ps | hold WS, ps | cell area (um2) | power, mW | cells
2_1_floorplan | 45000 | 403 | 126000 | 1.82 | 10110
6_report | 42950 | 472 | 146000 | 3.25 | 16045
4_1_cts | 43220 | 470 | 146000 | 3.26 | 15979
5_1_grt | 43010 | 484 | 146000 | 3.35 | 16029
3_3_place_gp | 43250 | 441 | 137000 | 1.99 | 15496
3_5_place_dp | 43230 | 453 | 137000 | 2.00 | 15496
power by group through the flow:
stage	Sequential (mW)	Combinational (mW)	Clock [mW]
6_report	1.53	0.451	1.27
5_1_grt	1.54	0.484	1.33
4_1_cts	1.53	0.445	1.28
tightest hold or removal path, stage by stage, from the launching register on:
cell     delay, ps
dfxtp_1        310
nand3_1         60
a21oi_1         60
logic make-up (layout without fill, tap and decap cells):
family                     after synthesis  count (layout)  share of synthesized area
xor gates and xnor gates               513             513                     0.0359
muxes                                 2029            2029                      0.233
adders and majority gates               10              10                   0.000977
and+or+nand+nor                       2446            2446                     0.0864
other                                    1             101                  0.0000299
buffers and inverters                 1103            1475                     0.0371
AOI/OAI and AO/OA                     1568            1568                     0.0777
DFF                                   2406            2406                      0.529
layer usage:
| metal | GRT usage | part of all wire |
|---|---|---|
| met2 | 0.375 | 0.42 |
| met1 | 0.330 | 0.35 |
| met3 | 0.166 | 0.15 |
| met4 | 0.164 | 0.077 |
| met5 | 0.00226 | 0.0011 |
area by class of cell:
| cell class | instances | area, um2 | share of cell area |
|---|---|---|---|
| Sequential cell | 2406 | 66400 | 0.455 |
| Inverter | 66 | 292 | 0.00200 |
| Multi-Input combinational cell | 6601 | 55200 | 0.378 |
| Clock inverter | 133 | 1250 | 0.00854 |
| Clock buffer | 350 | 7350 | 0.0504 |
| Antenna cell | 66 | 165 | 0.00113 |
| Tap cell | 5497 | 6880 | 0.0471 |
| Timing Repair Buffer | 926 | 8370 | 0.0573 |
Power and IR drop assume default switching activity.
