--- flow/config.mk ---
export PLATFORM = sky130hd
export DESIGN_NAME = fetcher
export DESIGN_NICKNAME = fetcher
export VERILOG_FILES = /design/flow/design.v
export SDC_FILE = /design/flow/constraint.sdc
export NUM_CORES = 4
export LEC_CHECK = 1
export CORE_UTILIZATION = 50
export SYNTH_MEMORY_MAX_BITS = 65536
--- flow/constraint.sdc ---
current_design fetcher

set clk_period 324.3
set clk_io_pct 0.2

create_clock -name clk0 -period $clk_period [get_ports {clk}]

set non_clock_inputs [all_inputs -no_clocks]
set_input_delay [expr $clk_period * $clk_io_pct] -clock clk0 $non_clock_inputs
set_output_delay [expr $clk_period * $clk_io_pct] -clock clk0 [all_outputs]
--- flow/design.v ---
module fetcher(
    input clk,
    input rst,
    input rdy,
    output reg out_mem_ce,
    output reg [31:0] out_mem_pc,
    input in_mem_ce,
    input [31:0] in_mem_instr,
    output reg [31:0] out_instr,
    output reg [31:0] out_pc,
    output reg out_jump_ce,
    input in_rs_idle,
    input in_slb_idle,
    input in_rob_idle,
    output reg out_store_ce,
    input in_rob_misbranch,
    input [31:0] in_rob_newpc,
    output [7:0] out_bp_tag,
    input in_bp_jump_ce
);
    localparam IDLE      = 2'b0,
               WAIT_MEM  = 2'b01,
               WAIT_IDLE = 2'b10;
    reg [2:0] status;
    reg [31:0] pc;
    wire next_idle = in_rs_idle && in_slb_idle && in_rob_idle;
    reg [24:0] icache_tag [(256-1):0];
    reg [31:0] icache_instr [(256-1):0];
    reg icache_valid [(256-1):0];
    assign out_bp_tag = pc[9:2];
    integer i;
    always@(posedge clk) begin
        if(rst == 1'b1) begin
            status <= IDLE;
            pc <= 32'b0;
            out_mem_ce <= 1'b0;
            out_instr <= 32'b0;
            out_store_ce <= 1'b0;
            for(i=0;i < 256;i=i+1) begin
                icache_valid[i] <= 1'b0;
            end
        end else if(rdy == 1'b1) begin
            out_mem_ce <= 1'b0;
            out_store_ce <= 1'b0;
            if(in_rob_misbranch == 1'b1) begin
                status <= IDLE;
                pc <= in_rob_newpc;
            end else begin
                if(status == IDLE) begin
                    if(icache_valid[pc[7:0]] == 1'b1 && icache_tag[pc[7:0]] == pc[31:8]) begin
                        out_instr <= icache_instr[pc[7:0]];
                        out_pc <= pc;
                        if(next_idle == 1'b1) begin  
                            out_store_ce <= 1'b1;
                            status <= IDLE;
                            if(icache_instr[pc[7:0]][6:0] == 7'b1101111) begin  
                                pc <= pc + {{12{icache_instr[pc[7:0]][31]}}, 
                                            icache_instr[pc[7:0]][19:12], 
                                            icache_instr[pc[7:0]][20], 
                                            icache_instr[pc[7:0]][30:25], 
                                            icache_instr[pc[7:0]][24:21], 
                                            1'b0};
                            end else if(icache_instr[pc[7:0]][6:0] == 7'b1100011) begin  
                                if(in_bp_jump_ce == 1'b1) begin
                                    out_jump_ce <= 1'b1;
                                    pc <= pc + {{20{icache_instr[pc[7:0]][31]}}, 
                                                icache_instr[pc[7:0]][7], 
                                                icache_instr[pc[7:0]][30:25], 
                                                icache_instr[pc[7:0]][11:8], 
                                                1'b0};
                                end else begin
                                    out_jump_ce <= 1'b0;
                                    pc <=pc + 4;
                                end
                            end else begin
                                pc <= pc + 4;
                            end
                        end else begin
                            status <= WAIT_IDLE;
                        end
                    end else begin  
                        status <= WAIT_MEM;
                        out_mem_ce <= 1'b1;
                        out_mem_pc <= pc;
                    end
                end else if(status == WAIT_MEM) begin
                    if(in_mem_ce == 1'b1) begin
                        out_instr <= in_mem_instr;
                        out_pc <= pc;
                        icache_valid[pc[7:0]] <= 1'b1;
                        icache_tag[pc[7:0]] <= pc[31:8];
                        icache_instr[pc[7:0]] <= in_mem_instr;
                        if(next_idle == 1'b1) begin
                            out_store_ce <= 1'b1;
                            status <= IDLE;
                            if(in_mem_instr[6:0] == 7'b1101111) begin  
                                pc <= pc + {{12{in_mem_instr[31]}}, 
                                            in_mem_instr[19:12], 
                                            in_mem_instr[20], 
                                            in_mem_instr[30:25], 
                                            in_mem_instr[24:21], 
                                            1'b0};
                            end else if(in_mem_instr[6:0] == 7'b1100011) begin  
                                if(in_bp_jump_ce == 1'b1) begin
                                    out_jump_ce <= 1'b1;
                                    pc <= pc + {{20{in_mem_instr[31]}}, 
                                                in_mem_instr[7], 
                                                in_mem_instr[30:25], 
                                                in_mem_instr[11:8], 
                                                1'b0};
                                end else begin
                                    out_jump_ce <= 1'b0;
                                    pc <=pc + 4;
                                end
                            end else begin
                                pc <= pc + 4;
                            end
                        end else begin
                            status <= WAIT_IDLE;
                        end
                    end
                end else if(status == WAIT_IDLE && next_idle == 1'b1) begin
                    out_store_ce <= 1'b1;
                    status <= IDLE;
                    if(out_instr[6:0] == 7'b1101111) begin
                        pc <= pc + {{12{out_instr[31]}}, 
                                    out_instr[19:12], 
                                    out_instr[20], 
                                    out_instr[30:25], 
                                    out_instr[24:21], 
                                    1'b0};
                    end else if(out_instr[6:0] == 7'b1100011) begin
                        if(in_bp_jump_ce == 1'b1) begin
                            out_jump_ce <= 1'b1;
                            pc <= pc + {{20{out_instr[31]}}, 
                                        out_instr[7], 
                                        out_instr[30:25], 
                                        out_instr[11:8], 
                                        1'b0};
                        end else begin
                            out_jump_ce <= 1'b0;
                            pc <= pc + 4;
                        end
                    end else begin
                        pc <= pc + 4;
                    end
                end
            end
        end
    end
endmodule
--- flow/run.sh ---
#!/bin/bash
# OpenROAD 26Q1-2900-gdf79404cd8, Yosys 0.63+post, stock flow scripts
make -C /OpenROAD-flow-scripts/flow DESIGN_CONFIG=/design/flow/config.mk WORK_HOME=/design/flow/orfs finish
==> flow_metrics.tcl <==
# metrics dict for downstream scripts
set metrics [dict create \
    antenna_found_initial 369 \
    most-common-layout-cells "sky130_fd_sc_hd__edfxtp_1, sky130_fd_sc_hd__mux4_2, sky130_fd_sc_hd__buf_4, sky130_fd_sc_hd__clkbuf_16, sky130_fd_sc_hd__nand2_1" \
    routabilityCongestion 1.06 \
    timing.critical_path.required_ps 325220 \
    post_drt_via_cell_ratio 6.40 \
    crit_fanout 30 \
    number_of_buffers_added_on_ports 179 \
    power-per-cell-area_mw_per_mm2 6.31 \
    post-dp-hpwl_um 1340000 \
    cts.root.buffer_cell "sky130_fd_sc_hd__clkbuf_16" \
    top_area_share_pct 75.6 \
    fin_worst_hold_slack_ps 444 \
    timing.max_cap.violations 0 \
    critical_path_max_stage_delay_ps 980 \
    cts_max_level 7 \
    critical_path_arrival_ps 70680 \
    yosys.stat.seqShare_pct 76.7 \
    setup-tns-final_ps 0 \
    firstDrtPassIters 7 \
    worst_slew_pin_slew_ps 1470 \
    lay_top_count "sky130_fd_sc_hd__edfxtp_1" \
    finalMaxSlewViolations 0 \
    route.detailed.drc 0 \
    worst_slew_margin_rel_pct 1.91 \
    report.final.hold_viol_count 0 \
    drt_wl_total_um 1990000 \
    yosysWarningCount 1 \
    clock.fmax_mhz 14.3 \
    grt_first_pass_wirelength_um 2660000 \
    drtAntennaViolNets 0 \
    tritoncts_num_sinks 14700 \
    die_area_sq_mm 1.15 \
    buffers_inserted_by_post_cts_timing_repair 0 \
    grt_remaining_overflow 0 \
    top_post_synthesis_cells_by_area "sky130_fd_sc_hd__edfxtp_1, sky130_fd_sc_hd__mux4_2, sky130_fd_sc_hd__dfxtp_1" \
    tritoncts "built" \
    worst_path_most_repeated_cell "sky130_fd_sc_hd__buf_4" \
    count_of_library_flops_with_an_enable_pin 14400 \
    vdd.ir_drop.worst_mv 0.00523 \
    warning_count 29 \
    die_height_um 1070 \
    grt_pass1_vias 306000 \
    design_area_sq_mm 0.653 \
    syn_avg_cell_area_sq_um 22.6 \
    critPathLaunchType "input port" \
    dominantRegCellSynth "sky130_fd_sc_hd__edfxtp_1" \
    status "complete, no violations" \
    die_w_um 1070 \
    power_leakage_nw 199 \
    row_count 392 \
    via_count 289000 \
    pin_count 180 \
    synthesis.area_sq_mm 0.572 \
    number_of_hold_buffers_added_after_cts 0 \
    fin_crit_sh_pct 21.5 \
    reg_clk_slew_reported_paths_ps 60 \
    grt_usage_pct 39.6 \
    gate_count_of_the_mapped_netlist 25300 \
    clock_skew_ps 127 \
    clk-insertion-delay-late_ps 1360 \
    fp.coreArea_sq_mm 1.14 \
    timing.critical_path.slowest_stage_cell "sky130_fd_sc_hd__clkdlybuf4s50_1" \
    cells_yosys 25300 \
    syn_to_final_growth_pct 14.1 \
    ctsLongestPathBuffers 6 \
    layout-drive-gt1-share_pct 29.4 \
    cts-resized-gates 0 \
    critPathKind "in -> reg" \
    dpl_cell_area_sq_mm 0.601 \
    grt_start_max_net_pins 95 \
    finalSetupViolations 0 \
    fill_cells 81000 \
    critical_path.endpoint_type "flop" \
    initial_utilization_pct 50.2 \
    number_of_clock_buffers_inserted_by_tritoncts 1559 \
    initialDrtViolationCount 24000 \
    grt_setup_unrepaired "no" \
    post-synth-top-area-cell "sky130_fd_sc_hd__edfxtp_1" \
    fin_crit_ps 69750 \
    crit_chain "clkdlybuf4s50_1 > nand2_1 > nor2_1 > nand3_1 > nor2_4 > buf_4 > nand3_2 > nor2_4 > buf_4 > buf_4" \
    route.detailed.wl_per_inst_um 44.2 \
    synth_chip_area_sq_mm 0.572 \
    yosysUniqueCellTypes 111 \
    worstHoldPathType "reg -> reg" \
    r2r_setup_slack_ps 312280 \
    synth_flops 14700 \
    async_reset_ff_share_pct 0 \
]
==> logic make-up after synthesis <==
family                   count (synthesis)  synth area share (%)
XOR/XNOR                               128                 0.196
multiplexers                          4642                  17.0
flip-flops                           14700                  76.7
adder cells (fa/ha/maj)                139                 0.312
AND-OR/OR-AND                         2054                  2.52
buffers and inverters                 1476                  1.45
AND/OR/NAND/NOR                       2121                  1.78
==> worst paths after layout <==
path                                           startpoint                              to  cells past startpoint
worst max-delay path                                  rdy  icache_instr[254][0]$_DFFE_PP_                     10
worst min-delay path            icache_valid[198]$_DFF_P_       icache_valid[198]$_DFF_P_                      1
worst max register to register                       flop             pc[30]$_SDFFE_PP0N_                     23
worst min register to register  icache_valid[198]$_DFF_P_       icache_valid[198]$_DFF_P_                      1
==> cells in the mapped netlist, drive strengths merged, types with 26 or more instances <==
cell and number:
nor4 60, nor3 167, nor2 568, mux2i 551
nor2b 68, and3 57, dfxtp 333, xor2 53
a22o 39, and2 41, a2111oi 35, o22ai 215
mux2 41, ha 133, or3 52, inv 53
edfxtp 14400, or4 26, mux4 4050, a22oi 210
nand2b 45, nand4 86, o221ai 49, a21o 322
nand2 627, nand3 209, a31oi 47, o211ai 51
a311oi 49, clkbuf 569, buf 843, o31ai 29
o21ai 229, a21oi 326, a211oi 127, xnor2 75
a221oi 65
==> state kept, by name (all words and copies together), names as in the netlist, named ones only <==
name,flops
icache_valid,256
status,3
out_mem_pc,32
out_mem_ce,1
icache_tag,6144
out_instr,32
out_pc,32
out_jump_ce,1
pc,32
out_store_ce,1
icache_instr,8192
==> layout make-up <==
| cell class | instances | area [sq um] | share of cell area, % |
|---|---|---|---|
| well taps | 15200 | 19000 | 2.91 |
| clock inverters | 805 | 7220 | 1.11 |
| repair buffers | 1869 | 15100 | 2.31 |
| diodes | 1442 | 3610 | 0.553 |
| multi-input cells | 9084 | 127000 | 19.5 |
| flip-flops and latches | 14700 | 439000 | 67.3 |
| inverters | 57 | 244 | 0.0374 |
| clock buffers | 1948 | 41100 | 6.29 |
==> worst max-delay path, delay by kind of cell <==
family	cells	cell delay (ps)
buffers and inverters	4	2490
AND/OR/NAND/NOR	6	3160
==> power breakdown <==
| group | switching (mW) | total, mW | internal (mW) |
|---|---|---|---|
| combinational | 0.228 | 0.309 | 0.0810 |
| sequential | 0.00440 | 2.10 | 2.09 |
| clock | 0.724 | 1.71 | 0.987 |
| total | 0.956 | 4.12 | 3.16 |
==> per-stage QoR <==
stage | util [%] | cells | worst slack [ps] | power [mW]
6_report | 57.3 | 45100 | 254550 | 4.12
5_1_grt | 57.2 | 44600 | 254480 | 4.21
3_3_place_gp | 52.7 | 40900 | 253540 | 2.43
3_5_place_dp | 52.7 | 40900 | 253500 | 2.43
4_1_cts | 57.0 | 43700 | 254830 | 4.12
2_1_floorplan | - | 25300 | 252760 | 2.27
==> layer usage <==
| metal | track usage, % | wire, um | up-vias |
|---|---|---|---|
| li1 | - | - | 114000 |
| met1 | 44.7 | 537000 | 147000 |
| met2 | 48.8 | 840000 | 22900 |
| met3 | 39.7 | 477000 | 4052 |
| met4 | 18.0 | 121000 | 402 |
| met5 | 14.5 | 17400 | - |
No activity file was given, so power comes from the tool's default toggle rates.
