File: ./config.mk
export PLATFORM = sky130hd
export DESIGN_NAME = register
export DESIGN_NICKNAME = register
export VERILOG_FILES = /design/flow/design.v
export SDC_FILE = /design/flow/constraint.sdc
export NUM_CORES = 4
export LEC_CHECK = 1
export CORE_UTILIZATION = 50
File: ./constraint.sdc
current_design register

set clk_period 10.7
set clk_io_pct 0.2

create_clock -name clk0 -period $clk_period [get_ports {clk}]

set non_clock_inputs [all_inputs -no_clocks]
set_input_delay [expr $clk_period * $clk_io_pct] -clock clk0 $non_clock_inputs
set_output_delay [expr $clk_period * $clk_io_pct] -clock clk0 [all_outputs]
File: ./design.v
module register(
    input clk,
    input rst,
    input rdy,
    input in_fetcher_ce,
    input [4:0] in_decode_reg_tag1,
    output [31:0] out_decode_value1,
    output [3:0] out_decode_rob_tag1,
    output out_decode_busy1,
    input [4:0] in_decode_reg_tag2,
    output [31:0] out_decode_value2,
    output [3:0] out_decode_rob_tag2,
    output out_decode_busy2,
    input [4:0] in_decode_destination_reg,
    input [3:0] in_decode_destination_rob,
    input [4:0] in_rob_commit_reg,
    input [3:0] in_rob_commit_rob,
    input [31:0] in_rob_commit_value,
    input in_rob_misbranch
);
    reg [31:0] values [(32-1):0];
    reg [3:0] tags [(32-1):0];
    reg busy [(32-1):0];
    assign out_decode_value1 = values[in_decode_reg_tag1];
    assign out_decode_rob_tag1 = tags[in_decode_reg_tag1];
    assign out_decode_busy1 = busy[in_decode_reg_tag1];
    assign out_decode_value2 = values[in_decode_reg_tag2];
    assign out_decode_rob_tag2 = tags[in_decode_reg_tag2];
    assign out_decode_busy2 = busy[in_decode_reg_tag2];
        integer i;
    always @(posedge clk) begin
        if(rst == 1'b1) begin
            values[0] <= 32'b0;
            busy[0] <= 1'b0;
            tags[0] <= 4'b0;
        end
    end
    genvar k;
    generate
        for(k=1;k<32;k=k+1) begin : werwer
            always @(posedge clk) begin
                if(rst == 1'b1) begin
                    values[k] <= 32'b0; 
                    busy[k] <= 1'b0;
                    tags[k] <= 4'b0;
                end else if(rst == 1'b0 && rdy == 1'b1) begin
                    if(in_rob_commit_reg == k) begin
                        values[k] <= in_rob_commit_value;
                        if(in_rob_commit_rob == tags[k]) begin
                            busy[k] <= 1'b0;
                        end
                    end
                    if(in_fetcher_ce == 1'b1 && in_decode_destination_reg == k) begin
                        busy[k] <= 1'b1;
                        tags[k] <= in_decode_destination_rob;
                    end
                    if(in_rob_misbranch == 1'b1) begin
                        busy[k] <= 1'b0;
                        tags[k] <= 4'b0;
                    end
                end
            end
        end
    endgenerate
endmodule
File: ./run.sh
#!/bin/bash
# OpenROAD 26Q1-2900-gdf79404cd8, Yosys 0.63+post, stock flow scripts
make -C /OpenROAD-flow-scripts/flow DESIGN_CONFIG=/design/flow/config.mk WORK_HOME=/design/flow/orfs finish
==> impl_metrics.csv <==
group,metric,value,unit
outcome,status,"complete, no violations",
setup_path,worst-path-max-fanout,38,
setup_path,cpLargestDelayFamily,"buffers and inverters",
synthesis,netlist_instances,7657,
setup_path,critPathCaptureType,"primary output",
synthesis,synth-xor-area-share,1.91,%
synthesis,netlist_area,56800,µm²
placement,port_buffers,138,
placement,pre_cts_ws,2.19,ns
route,first_pass_iters,11,
floorplan,die-area,115000,µm²
global_route,grt_max_degree,157,
power_and_ir_drop,p_per_area,153,nW/µm²
final_timing,clock_skew,0.0197,ns
cells_and_area,finish.utilization,56.9,%
cts,clk_latency,0.78,ns
setup_path,crit_type,"primary input to primary output",
cts,cts_setup_buffers,0,
final_timing,finalHoldViolations,0,
floorplan,ios,139,
global_route,grt_overflow,0,
synthesis,simple_gate_share,26.9,%
synthesis,aoi_share,24.6,%
route,m1WireLength,111000,µm
synthesis,synth.avg_cell_area,7.42,µm²
final_timing,tightest_slew,1.27,ns
cts,cts_hold_buf,0,
route,vias,65816,
global_route,antenna_found_initial,36,
setup_path,critPathLaunchType,"primary input",
final_timing,slew_headroom,15.0,%
setup_path,critPathMostFrequentCell,"buf_4",
cts,tritoncts,"done",
cells_and_area,fill_cells,10150,
final_timing,finalCritPeriodShare,83.5,%
setup_path,crit_chain,"clkdlybuf4s50_1, buf_4, and3_4, buf_4, nor2b_4, buf_4, a22oi_1, nand4_1, or4_1, clkdlybuf4s50_1",
setup_path,crit_arrival,6.79,ns
route,wl_met2,128000,µm
synthesis,ys_types,68,
global_route,grt_usage,59.0,%
setup_path,critPathMaxStageDelay,0.81,ns
min_path,hp-class,"flip-flop to flip-flop",
final_timing,period_minus_slack,8.93,ns
job,max_cap_violations,0,
cells_and_area,drive_gt1_share,8.38,%
route,wl_per_cell,37.2,µm
final_timing,grt_setup_unrepaired,"false",
setup_path,crit_path_top_delay_cell,"nor2b_4",
cells_and_area,syn2layout_area_growth,12.8,%
route,viasPerCell,7.29,
floorplan,die_y,339,µm
route,highest_layer,"met5",
cts,cts_buffers,130,
synthesis,ys_sh_adder,0,%
final_timing,max_freq,112,MHz
floorplan,coreArea,112000,µm²
placement,routabilityCongestion,1.07,
global_route,first_global_vias,59758,
power_and_ir_drop,ir_worst_vdd,0.161,mV
synthesis,ys.flop_type,"dfxtp_1",
synthesis,ys_async_sr_fraction,0,%
synthesis,numSynthFlops,1147,
floorplan,num_rows,123,
global_route,grt_pass1_wl,460000,µm
job,warnings,30,
floorplan,die-width,339,µm
final_timing,setup_slack,1.77,ns
synthesis,synth-edff-count,0,
final_timing,final.setup.tns,0,ns
synthesis,yosys.stat.seqShare,40.4,%
route,postRouteWirelength,336000,µm
setup_path,cp.buffers_inverters,5,
synthesis,topCombFamilyByArea,"simple AND/OR/NAND/NOR gates",
placement,post-dp-hpwl,196000,µm
cts,htreeDepth,4,
cts,path_clk_slew,0.06,ns
synthesis,ys_cells,7657,
route,drtAntennaViolNets,0,
cts,cts_buffer_depth,3,
synthesis,muxShareOfSynthArea,0.676,%
setup_path,cp.required,8.56,ns
route,drtIter0Drc,10333,
synthesis,yosysWarnings,4,
route,drc,0,
synthesis,ys_chip_area,56800,µm²
power_and_ir_drop,p_leak,22.8,nW
cts,cts.repair.resized,0,
route,dr_wl_met3,63000,µm
final_timing,slew_viol_final,0,
cts,cts_root_buffer,"clkbuf_16",
cts,cts_sinks,1147,
floorplan,fp_util,50.5,%
final_timing,setup-violations-final,0,
[Yosys cell counts (4+ instances only)]
library cell	count	area share (%)
nor3_1	17	0.15
nand2b_1	83	0.91
and2_1	43	0.47
nand3b_1	16	0.21
a2111oi_2	7	0.19
xor2_1	92	1.4
a22oi_1	714	9.4
clkbuf_1	690	4.6
and3_1	438	4.8
xnor2_1	32	0.49
a222oi_1	66	1.2
nor4_1	25	0.28
dfxtp_1	1147	40
or4_1	72	0.95
nand2_1	2158	14
nor2b_1	28	0.31
a2111oi_1	11	0.19
buf_1	21	0.14
o22ai_1	5	0.055
and3b_1	7	0.11
or2_2	4	0.044
a32oi_1	8	0.12
buf_2	61	0.54
mux2i_1	35	0.62
o21ai_0	121	1.1
nand3_1	243	2.1
a31oi_1	14	0.15
nor2_1	87	0.57
nand4_1	93	1.0
or3_1	4	0.044
and4_1	4	0.062
inv_1	5	0.033
a21oi_1	1102	9.7
nor3b_1	12	0.16
a2111oi_4	4	0.19
buf_6	10	0.20
a2111oi_0	123	1.9
[layer usage]
metal	vias to the layer above	GRT usage, %
met4	34	43.0
met2	6442	75.0
li1	26693	-
met1	30584	71.5
met3	2063	37.6
met5	-	2.96
[through the flow]
step | total power [W] | cells | instance area (µm²) | hold WS, ns
after global placement | 0.00502 | 8764 | 59400 | 0.447
after floorplan | 0.00472 | 7657 | 56800 | 0.440
final | 0.00980 | 9032 | 64000 | 0.458
after detailed placement | 0.00502 | 8764 | 59400 | 0.450
after CTS | 0.00971 | 8998 | 64000 | 0.458
after global routing | 0.00993 | 9006 | 64000 | 0.482
[worst register-to-register path, stage by stage, from the launching register on]
cell and delay [ns]:
dfxtp_1 0.46, xor2_1 0.11, nor4_1 0.46, a41oi_1 0.30, o21ai_0 0.23, a21oi_1 0.08
[cells by family after synthesis]
| logic type | after synthesis |
|---|---|
| buffers and inverters | 791 |
| flip-flops | 1147 |
| multiplexers | 37 |
| AND/OR/NAND/NOR | 3355 |
| AND-OR/OR-AND | 2203 |
| XOR/XNOR | 124 |
[registers in the layout, indices dropped and copies added (netlist names)]
register and cells:
tags 124, busy 31, values 992
[placed cells by master, fill, tap and decap left out, types with 29 or more instances in the layout]
cell type,n
a22oi_1,714
xor2_1,92
nor2_4,32
dfxtp_1,1147
nor2_1,55
clkbuf_8,29
buf_4,253
or4_1,72
a222oi_1,66
and3_1,436
mux2i_1,35
a21oi_1,1102
and2_2,35
clkdlybuf4s50_1,132
a2111oi_0,123
nand2_1,2131
nand3_1,239
o21ai_0,121
nand4_1,93
nand2b_1,82
xnor2_1,32
clkbuf_16,136
diode_2,34
[cell type report]
class                   instances  area [µm²]  area share [%]
multi-input cells            5719       31300            48.8
well taps                    1500        1880            2.93
repair buffers                393        3300            5.15
clock inverters                43         632           0.987
clock buffers                 191        3900            6.09
diodes                         34        85.1           0.133
inverters                       5        18.8          0.0293
flip-flops and latches       1147       23000            35.9
[power by group]
group / switching (W) / internal [W] / total (W)
Clock: 0.00197 / 0.00285 / 0.00482
Combinational: 0.000517 / 0.000127 / 0.000645
Sequential: 0.0000390 / 0.00430 / 0.00434
[worst paths after layout]
path / depth (start not counted) / end / slack (ns) / startpoint
worst max-delay path: 10 / out_decode_value2[12] / 1.77 / in_decode_reg_tag2[0]
worst min-delay path: 2 / values[6][7]$_SDFFE_PP0P_ / 0.46 / values[6][7]$_SDFFE_PP0P_
worst max register to register: 5 / busy[6]$_SDFFE_PP0P_ / 8.91 / tags[6][1]$_SDFFE_PP0P_
worst min register to register: 2 / values[6][7]$_SDFFE_PP0P_ / 0.46 / values[6][7]$_SDFFE_PP0P_
Power figures rest on the tool's default switching activity, not on a simulated workload.
