==> design.v <==
module slb(
    input clk,
    input rst,
    input rdy,
    input in_fetcher_ce,
    output out_fetcher_isidle,
    input [3:0] in_decode_rob_tag,
    input [5:0] in_decode_op,
    input [31:0] in_decode_value1,
    input [31:0] in_decode_value2,
    input [31:0] in_decode_imm,
    input [3:0] in_decode_tag1,
    input [3:0] in_decode_tag2,
    output [31:0] out_rob_now_addr,
    input in_rob_check,
    input [3:0] in_alu_cdb_tag,
    input [31:0] in_alu_cdb_value,
    input [3:0] in_rob_cdb_tag,
    input [31:0] in_rob_cdb_value,
    output reg out_mem_ce,
    output reg [5:0] out_mem_size,
    output reg out_mem_signed,
    output reg [31:0] out_mem_address,
    input in_mem_ce,
    input [31:0] in_mem_data,
    output reg [3:0] out_rob_tag,
    output reg [31:0] out_destination,
    output reg [31:0] out_value,
    output reg out_ioin,
    input in_rob_misbranch
);
    localparam IDLE = 1'b0,WAIT_MEM = 1'b1;
    reg status;  
    reg busy[(16-1):0];
    reg [3:0] head;
    reg [3:0] tail;
    reg [3:0] tags [(16-1):0];
    reg [5:0] op [(16-1):0];
    reg [31:0] address [(16-1):0];
    reg  address_ready [(16-1):0];
    reg [31:0] imms [(16-1):0];
    reg [31:0] value1 [(16-1):0];
    reg [31:0] value2 [(16-1):0];
    reg [3:0] value1_tag [(16-1):0];
    reg [3:0] value2_tag [(16-1):0];
    wire ready_to_calculate_addr [(16-1):0];
    wire [3:0] calculate_tag;
    wire ready_to_issue [(16-1):0];
    wire [3:0] nextPtr;
    wire [3:0] nowPtr;
    assign nextPtr = tail % (16-1) + 1;  
    assign nowPtr = head % (16-1) + 1;
    assign out_fetcher_isidle = (nextPtr != head);
    assign out_rob_now_addr = address[nowPtr];
    genvar i;
    generate
        for(i = 1;i < 16;i=i+1) begin :BlockA
            assign ready_to_issue[i] = (busy[i] == 1'b1) && (value2_tag[i] == 4'b0) && (address_ready[i] == 1'b1);
            assign ready_to_calculate_addr[i] = (busy[i] == 1'b1) && (value1_tag[i] == 4'b0) && (address_ready[i] == 1'b0);
        end
    endgenerate
    assign calculate_tag = ready_to_calculate_addr[1] ? 1 : 
                           ready_to_calculate_addr[2] ? 2 : 
                           ready_to_calculate_addr[3] ? 3 :
                           ready_to_calculate_addr[4] ? 4 :
                           ready_to_calculate_addr[5] ? 5 :
                           ready_to_calculate_addr[6] ? 6 :
                           ready_to_calculate_addr[7] ? 7 : 
                           ready_to_calculate_addr[8] ? 8 : 
                           ready_to_calculate_addr[9] ? 9 :
                           ready_to_calculate_addr[10] ? 10 :
                           ready_to_calculate_addr[11] ? 11 :
                           ready_to_calculate_addr[12] ? 12 :
                           ready_to_calculate_addr[13] ? 13 :
                           ready_to_calculate_addr[14] ? 14 :
                           ready_to_calculate_addr[15] ? 15 : 
                           4'b0;
    integer j;
    always @(posedge clk) begin 
        if(rst == 1'b1) begin 
            status <= IDLE; 
            head <= 1; tail <= 1;
            out_rob_tag <= 4'b0;
            out_mem_ce <= 1'b0;
            out_mem_address <= 32'b0;
            out_ioin <= 1'b0;
            for(j = 0;j < 16;j=j+1) begin 
                busy[j] <= 1'b0;
                address_ready[j] <= 1'b0;
                address[j] <= 32'b0;
            end
        end else if(rdy == 1'b1 && in_rob_misbranch == 1'b0) begin
            out_rob_tag <= 4'b0;
            out_mem_ce <= 1'b0;
            out_destination <= 32'b0;
            out_ioin <= 1'b0;
            if(ready_to_issue[nowPtr] == 1'b1) begin 
                if(status == IDLE) begin 
                    case(op[nowPtr])
                        6'b010000,6'b010001,6'b010010: begin
                            status <= IDLE;
                            out_destination <= address[nowPtr];
                            out_value <= value2[nowPtr];
                            out_rob_tag <= tags[nowPtr];
                            busy[nowPtr] <= 1'b0;
                            address_ready[nowPtr] <= 1'b0;
                            head <= nowPtr;
                        end
                        6'b001011,6'b001110: begin
                            if(address[nowPtr] == 32'h30000) begin 
                                status <= IDLE;
                                out_rob_tag <= tags[nowPtr];
                                busy[nowPtr] <= 1'b0;
                                address_ready[nowPtr] <= 1'b0;
                                head <= nowPtr;
                                out_ioin <= 1'b1;
                            end else if(in_rob_check == 1'b0 && address[nowPtr] != out_destination) begin
                                status <= WAIT_MEM;
                                out_mem_signed <= (op[nowPtr] == 6'b001011) ? 1 : 0; 
                                out_mem_ce <= 1'b1;
                                out_mem_size <= 1;
                                out_mem_address <= address[nowPtr];
                            end
                        end
                        6'b001100,6'b001111: begin 
                            if(in_rob_check == 1'b0 && address[nowPtr] != out_destination) begin
                                status <= WAIT_MEM;
                                out_mem_signed <= (op[nowPtr] == 6'b001100) ? 1 : 0;
                                out_mem_ce <= 1'b1;
                                out_mem_size <= 2;
                                out_mem_address <= address[nowPtr];
                            end
                        end
                        6'b001101: begin
                            if(in_rob_check == 1'b0 && address[nowPtr] != out_destination) begin
                                status <= WAIT_MEM;
                                out_mem_ce <= 1'b1;
                                out_mem_size <= 4;
                                out_mem_address <= address[nowPtr];
                            end
                        end
                    endcase
                end else if(status == WAIT_MEM) begin
                    if(in_mem_ce == 1'b1) begin 
                        out_rob_tag <= tags[nowPtr];
                        out_value <= in_mem_data;
                        status <= IDLE;
                        busy[nowPtr] <= 1'b0;
                        address_ready[nowPtr] <= 1'b0;
                        head <= nowPtr;
                    end
                end
            end 
            if(calculate_tag != 4'b0) begin 
                address[calculate_tag] <= value1[calculate_tag] + imms[calculate_tag];
                address_ready[calculate_tag] <= 1'b1;
            end
            if(in_fetcher_ce == 1'b1 && in_decode_rob_tag != 4'b0 && in_decode_op != 6'b000000) begin
                busy[nextPtr] <= 1'b1;
                tail <= nextPtr;
                tags[nextPtr] <= in_decode_rob_tag;
                op[nextPtr] <= in_decode_op;
                address_ready[nextPtr] <= 1'b0;
                imms[nextPtr] <= in_decode_imm;
                value1[nextPtr] <= in_decode_value1;
                value2[nextPtr] <= in_decode_value2;
                value1_tag[nextPtr] <= in_decode_tag1;
                value2_tag[nextPtr] <= in_decode_tag2;
                if(in_alu_cdb_tag != 4'b0) begin 
                    if(in_decode_tag1 == in_alu_cdb_tag) begin 
                        value1[nextPtr] <= in_alu_cdb_value;
                        value1_tag[nextPtr] <= 4'b0;
                    end
                    if(in_decode_tag2 == in_alu_cdb_tag) begin 
                        value2[nextPtr] <= in_alu_cdb_value;
                        value2_tag[nextPtr] <= 4'b0;
                    end
                end
                if(out_rob_tag != 4'b0 && out_ioin == 1'b0) begin 
                    if(in_decode_tag1 == out_rob_tag) begin 
                        value1[nextPtr] <= out_value;
                        value1_tag[nextPtr] <= 4'b0;
                    end
                    if(in_decode_tag2 == out_rob_tag) begin 
                        value2[nextPtr] <= out_value;
                        value2_tag[nextPtr] <= 4'b0;
                    end
                end
            end
            for(j = 1;j < 16;j=j+1) begin 
                if(busy[j] == 1'b1) begin 
                    if(in_alu_cdb_tag != 4'b0) begin
                        if(value1_tag[j] == in_alu_cdb_tag) begin 
                            value1[j] <= in_alu_cdb_value;
                            value1_tag[j] <= 4'b0;
                        end 
                        if(value2_tag[j] == in_alu_cdb_tag) begin 
                            value2[j] <= in_alu_cdb_value;
                            value2_tag[j] <= 4'b0;
                        end
                    end
                    if(in_rob_cdb_tag != 4'b0) begin 
                        if(value1_tag[j] == in_rob_cdb_tag) begin 
                            value1[j] <= in_rob_cdb_value;
                            value1_tag[j] <= 4'b0;
                        end 
                        if(value2_tag[j] == in_rob_cdb_tag) begin 
                            value2[j] <= in_rob_cdb_value;
                            value2_tag[j] <= 4'b0;
                        end
                    end
                    if(out_rob_tag != 4'b0 && out_ioin == 1'b0) begin 
                        if(value1_tag[j] == out_rob_tag) begin 
                            value1[j] <= out_value;
                            value1_tag[j] <= 4'b0;
                        end 
                        if(value2_tag[j] == out_rob_tag) begin 
                            value2[j] <= out_value;
                            value2_tag[j] <= 4'b0;
                        end
                    end
                end
            end
        end else if(rdy == 1'b1 && in_rob_misbranch == 1'b1) begin 
            out_rob_tag <= 4'b0;
            out_ioin <= 1'b0;
            out_mem_ce <= 1'b0;
            status <= IDLE;
            head <= 1;tail <=1;
            for(j = 1;j < 16;j=j+1) begin 
                busy[j] <= 1'b0;
                address_ready[j] <= 1'b0;
                address[j] <= 32'b0;
            end
        end
    end
endmodule
==> run.sh <==
#!/bin/bash
# OpenROAD 26Q1-2900-gdf79404cd8, Yosys 0.63+post, stock flow scripts
make -C /OpenROAD-flow-scripts/flow DESIGN_CONFIG=/design/flow/config.mk WORK_HOME=/design/flow/orfs finish
==> config.mk <==
export PLATFORM = sky130hd
export DESIGN_NAME = slb
export DESIGN_NICKNAME = slb
export VERILOG_FILES = /design/flow/design.v
export SDC_FILE = /design/flow/constraint.sdc
export NUM_CORES = 4
export LEC_CHECK = 1
export CORE_UTILIZATION = 40
==> constraint.sdc <==
current_design slb

set clk_period 49.8
set clk_io_pct 0.2

create_clock -name clk0 -period $clk_period [get_ports {clk}]

set non_clock_inputs [all_inputs -no_clocks]
set_input_delay [expr $clk_period * $clk_io_pct] -clock clk0 $non_clock_inputs
set_output_delay [expr $clk_period * $clk_io_pct] -clock clk0 [all_outputs]
==> out/summary.txt <==
Status: finished with violations
Failing checks: capacitance limit, slew limit
First-pass GRT wire length: 778000 um
Setup TNS: 0 ns
Via Count: 108000
Cts repair resizes: 0
CTS Root Buffer Type: clkbuf_16
DRT iter0 DRCs: 10900
Peak VDD IR: 25.4 uV
Die area: 0.336 mm^2
Detailed Routing Iterations Pass 1: 10
Period utilisation layout: 31.6%
Port Buffers: 363
RSZ-0062 raised after global routing: no
Simple-Gate Fraction of Synth Area: 10.8%
Dominant flop cell: edfxtp_1
Hold Vio Cnt, Final: 0
Kind of start point of the critical path: flip-flop
Register-to-Register Setup Slack: 40.26 ns
Register area share after synthesis: 52.8%
Synth Instances: 12800
Clock latency (worst-skew pair): 0.93 ns
Max-slew violation count: 2
Crit path DRT: 39.84 ns
Post-CTS Setup Inserts: 0
Yosys xor share: 3.07%
Leak Pwr: 50.6 nW
Class of the worst hold path: reg -> reg
Fmax: 63.6 MHz
Final ANT Viol Nets: 0
I/O pin count: 367
Hold Path End: address[7][3]$_SDFFE_PP0P_
Post-synth EDFFs: 2084
PD cells: 31.1 mW/mm^2
Layout Skew: 0.0646 ns
Initial antenna violation count: 25
Yosys cell count: 12800
Tool warnings: 34
Slowest stage delay, CP: 0.81 ns
Drt drc: 0
FF-to-FF path depth: 25
FA/HA/MAJ Cells, Area Fraction: 0.362%
CTS Hold Bufs: 0
TritonCTS buffer count: 283
Synth Area per Inst: 10.5 um^2
Total track usage: 34.6%
Row cnt: 211
Die span in y: 579 um
Worst-path maximum fanout: 34
Worst-path cell chain: ha_1 > and3_4 > xnor2_4 > buf_4 > buf_4 > buf_4 > mux2i_1 > o22ai_1 > or4b_1 > clkdlybuf4s50_1
CP endpoint kind: output port
Area fraction in compound gates: 15.3%
WL/cell: 32.4 um
Max-cap violation count: 1
WS Path Type: reg -> out
R2r startpoint: busy[11]$_DFF_P_
Critical Path AT: 5.77 ns
Hold Path Stages: 2
Area grow syn2layout: 13.3%
Ys async rst share: 0%
Synth flops: 2473
Clk sinks: 2473
Slowest-stage cell, CP: or4b_1
Actual slew at the worst max-slew pin: 1.55 ns
R2r endpoint: address[2][28]$_SDFFE_PP0P_
Vias in the first global route: 106000
Post-synthesis cell area: 0.133 mm^2
Die x size: 579 um
Ys Warns: 2
Fillers: 29000
Clock transition at path regs: 0.06 ns
Mux cell area share: 13.0%
Min cycle time layout: 15.73 ns
Post-synthesis cell type count: 88
CTS tree: yes
Relative slew slack: -4.38%
Vias per cell: 6.32
Hold Startpoint: address[7][3]$_SDFFE_PP0P_
GP Congestion: 1.02
Total power: 4.69 mW
Yosys stat area: 0.133 mm^2
Pin count of the biggest net entering global routing: 117
Top logic family: AND-OR/OR-AND gates
Most common cell on crit path: buf_4
Clk buf depth: 4
Core ar.: 0.331 mm^2
Routed WL: 554000 um
Final setup viols: 0
Gr ovfl total: 0
Share of post-route cells with drive strength above 1: 11.5%
Htree depth: 5
Post-detail-place hpwl: 336000 um
FP Core Util: 40.3%
worst max-delay path by stage:
stage | slack (ns) | start | endpoint
6_report | 34.07 | head[1]$_SDFFE_PP0P_ | out_rob_now_addr[22]
5_1_grt | 33.79 | head[1]$_SDFFE_PP0P_ | out_rob_now_addr[19]
4_1_cts | 34.06 | head[1]$_SDFFE_PP0P_ | out_rob_now_addr[22]
critical path: cells and delay by family (launching register included):
kind	cells	cell delay, ns
muxes	1	0.25
DFF	1	0.61
xor gates and xnor gates	1	0.13
buffers and inverters	4	2.25
AOI/OAI and AO/OA	1	0.09
adders and majority gates	1	0.37
and+or+nand+nor	2	1.11
placed cells by master (no fill, tap or decap), types with 155 or more instances in the layout:
| master | count |
|---|---|
| clkbuf_16 | 298 |
| nor2_1 | 1274 |
| dfxtp_1 | 384 |
| edfxtp_1 | 2084 |
| o21ai_0 | 1087 |
| mux2i_1 | 1276 |
| clkdlybuf4s50_1 | 354 |
| a21oi_1 | 464 |
| o211ai_1 | 827 |
| xor2_1 | 304 |
| mux4_2 | 188 |
| a31oi_1 | 217 |
| buf_4 | 570 |
| xnor2_1 | 155 |
| o22ai_1 | 369 |
| nand2_1 | 1447 |
per-stage QoR:
step / setup WS (ns) / cell area, um^2 / util, % / std cells / hold slack (ns)
6_report: 34.07 / 151000 / 45.6 / 17100 / 0.466
2_1_floorplan: 34.33 / 133000 / - / 12800 / 0.400
3_3_place_gp: 34.61 / 142000 / 42.9 / 16600 / 0.439
4_1_cts: 34.06 / 151000 / 45.6 / 17100 / 0.465
3_5_place_dp: 34.65 / 142000 / 42.9 / 16600 / 0.457
5_1_grt: 33.79 / 151000 / 45.6 / 17100 / 0.481
state kept, by name, summed over array words and instances (netlist names), 60 cells and up:
| register | count |
|---|---|
| value2 | 512 |
| imms | 512 |
| value2_tag | 60 |
| tags | 64 |
| value1_tag | 60 |
| address | 512 |
| op | 96 |
| value1 | 512 |
cells by family after synthesis:
family,Yosys count
adders and majority gates,38
DFF,2473
buffers and inverters,1611
muxes,1497
and+or+nand+nor,3391
other,1
xor gates and xnor gates,465
AOI/OAI and AO/OA,3281
synth_stat cells (all sizes together) (20+ instances only):
cell | count | area [um^2]
o211ai | 827 | 6210
o22ai | 369 | 2310
a31oi | 217 | 1360
inv | 86 | 323
mux2i | 1276 | 12800
nor4b | 20 | 322
edfxtp | 2084 | 62600
nand3 | 143 | 721
mux4 | 188 | 4230
nor2 | 1307 | 4910
a21oi | 466 | 2330
ha | 37 | 463
clkbuf | 1344 | 5040
dfxtp | 389 | 7790
xor2 | 304 | 2660
a221oi | 59 | 517
a31o | 27 | 236
buf | 179 | 882
o21ai | 1095 | 5480
mux2 | 33 | 372
nand2 | 1477 | 5550
nor4 | 107 | 669
and3 | 47 | 299
a22o | 37 | 324
a222oi | 56 | 561
nand2b | 61 | 382
nor3 | 72 | 360
or4b | 20 | 200
xnor2 | 161 | 1440
nand4 | 47 | 309
metal layers:
layer	wire length, um	up-vias	global-route usage, %
met4	41200	57	19.8
met3	91000	1781	22.1
met5	1470	-	3.43
met2	235000	8414	48.3
met1	184000	51200	40.7
li1	-	46700	-
report_power, final:
part           switching (mW)  leakage, nW  total (mW)  internal (mW)
Sequential             0.0116         22.3        2.27           2.26
Combinational           0.230         23.8       0.340          0.110
Clock                   0.876         4.45        2.08           1.20
Total                    1.12         50.6        4.69           3.57
final cells by class:
class / count / area (um^2) / area share, %
multi-input cells: 8707 / 57800 / 38.3
well taps: 4366 / 5460 / 3.62
clock buffers: 383 / 7990 / 5.29
repair buffers: 935 / 7920 / 5.25
flip-flops and latches: 2473 / 70400 / 46.6
inverters: 88 / 343 / 0.227
diodes: 16 / 40.0 / 0.0265
clock inverters: 127 / 1100 / 0.728
Power figures rest on the tool's default switching activity, not on a simulated workload.
