==> /design/flow/design.v <==
module memCtrl(
    input clk,
    input rst,
    input rdy,
    input in_uart_full,
    input in_fetcher_ce,
    input [31:0] in_fetcher_addr,
    output reg out_fetcher_ce,
    input in_slb_ce,
    input [31:0] in_slb_addr,
    input [5:0] in_slb_size,
    input in_slb_signed,
    output reg out_slb_ce,
    input in_rob_ce,
    input [31:0] in_rob_addr,
    input [5:0] in_rob_size,
    input [31:0] in_rob_data,
    input in_rob_load_ce,
    output reg out_rob_ce,
    output reg [31:0] out_data,
    output reg out_ram_rw,   
    output reg [31:0] out_ram_address,
    output reg [7:0] out_ram_data,
    input [7:0] in_ram_data,
    input in_rob_misbranch
);
    localparam IDLE         = 0,
               FETCHER_READ = 1,
               SLB_READ     = 2,
               ROB_WRITE    = 3,
               IO_READ      = 4;
    reg fetcher_flag;
    reg slb_flag;
    reg rob_flag;
    reg io_flag;
    reg [5:0] stages;
    reg [2:0] status;
    wire [2:0] buffered_status;
    wire [7:0] buffered_write_data;
    wire disable_to_write;
    reg [1:0] wait_uart;
    wire wb_is_empty;
    wire wb_is_full;
    reg [1:0] head;
    reg [1:0] tail;
    reg [31:0] wb_data [(4-1):0];
    reg [31:0] wb_addr [(4-1):0];
    reg [5:0] wb_size [(4-1):0];
    wire [1:0] nextPtr = (tail+1) % (4);
    wire [1:0] nowPtr  = (head+1) % (4);
    assign wb_is_empty = (head == tail)    ? 1'b1 : 1'b0;
    assign wb_is_full  = (nextPtr == head) ? 1'b1 : 1'b0;
    assign disable_to_write = (in_uart_full == 1'b1 || wait_uart != 0) && (wb_addr[nowPtr][17:16] == 2'b11);
    assign buffered_status = (io_flag == 1'b1) ? IO_READ :
                             (wb_is_empty == 1'b0) ? ROB_WRITE :
                             (slb_flag == 1'b1) ? SLB_READ :
                             (fetcher_flag == 1'b1) ? FETCHER_READ :
                             IDLE;
    assign buffered_write_data = (stages == 0) ? 0 :
                                 (stages == 1) ? wb_data[nowPtr][7:0] :
                                 (stages == 2) ? wb_data[nowPtr][15:8] :
                                 (stages == 3) ? wb_data[nowPtr][23:16] :
                                 wb_data[nowPtr][31:24];
    always @(posedge clk) begin
        if(rst == 1'b1) begin
            fetcher_flag <= 1'b0;
            slb_flag <= 1'b0;
            rob_flag <= 1'b0;
            out_fetcher_ce <= 1'b0;
            out_slb_ce <= 1'b0;
            out_rob_ce <= 1'b0;
            out_data <= 32'b0;
            out_ram_rw <= 0;
            out_ram_address <=32'b0;
            status <= IDLE;
            stages <= 1;
            head <= 0;
            tail <= 0;
            wait_uart <= 0;
            io_flag <= 1'b0;
        end else if(rdy == 1'b1) begin
            if(in_rob_misbranch == 1'b0 || status == ROB_WRITE) begin
                if(in_rob_misbranch == 1'b1) begin
                    fetcher_flag <= 1'b0;
                    out_fetcher_ce <= 1'b0;
                    slb_flag <=1'b0;
                    out_slb_ce <= 1'b0;
                    out_rob_ce <= 1'b0;
                    out_data <= 32'b0;
                    io_flag <= 1'b0;
                end
                wait_uart <= wait_uart - (wait_uart == 0 ? 0 : 1);
                out_ram_rw <= 0;
                out_rob_ce <= 1'b0;
                out_slb_ce <= 1'b0;
                out_fetcher_ce <= 1'b0;
                out_ram_data <= 0;
                if(in_rob_load_ce == 1'b1) begin
                    io_flag <= 1'b1;
                end
                if(in_fetcher_ce == 1'b1) begin
                    fetcher_flag <= 1'b1;
                end
                if(in_slb_ce == 1'b1) begin
                    slb_flag <= 1'b1;
                end
                if(in_rob_ce == 1'b1 || rob_flag == 1'b1) begin
                    if(wb_is_full == 1'b0) begin
                        rob_flag <= 1'b0;
                        out_rob_ce <= 1'b1;
                        wb_addr[nextPtr] <= in_rob_addr;
                        wb_data[nextPtr] <= in_rob_data;
                        wb_size[nextPtr] <= in_rob_size;
                        tail <= nextPtr;
                    end else begin
                        rob_flag <= 1'b1;
                    end
                end
                out_ram_address <= out_ram_address + 1;
                stages <= stages + 1;
                case(status)
                    IO_READ : begin
                        case(stages)
                            1 : begin
                                out_ram_address <= 32'b0;
                            end
                            2 : begin
                                out_data <= in_ram_data;
                                stages <= 1;
                                io_flag <= 1'b0;
                                out_rob_ce <= 1'b1;
                                status <= IDLE;
                            end
                        endcase
                    end
                    ROB_WRITE : begin
                        if(disable_to_write == 1'b1) begin
                            out_ram_address <= 32'b0;
                            out_ram_data <= 1;
                            stages <= 1;
                        end else begin
                            out_ram_rw <= 1;
                            if(stages == 1) begin
                                out_ram_address <= wb_addr[nowPtr];
                            end
                            out_ram_data <= buffered_write_data;
                            if(stages == wb_size[nowPtr]) begin
                                head <= nowPtr;
                                stages <= 1;
                                if(nowPtr == tail) begin
                                    status <= IDLE;
                                end else begin
                                    status <= ROB_WRITE;
                                    if(wb_addr[nowPtr] == 32'h30000) begin
                                        wait_uart <= 2;
                                    end
                                end
                            end
                        end
                    end
                    SLB_READ : begin
                        case(in_slb_size)
                            1 : begin
                                case(stages)
                                    1 : begin end
                                    2 : begin
                                        if(in_slb_signed == 1)begin
                                            out_data <= $signed(in_ram_data);
                                        end else begin
                                            out_data <= in_ram_data;
                                        end
                                        stages <= 1;
                                        slb_flag <= 1'b0;
                                        out_slb_ce <= 1'b1;
                                        if(wb_is_empty == 1'b0) begin
                                            status <= ROB_WRITE;
                                            out_ram_address <= 32'b0;
                                        end else if(fetcher_flag == 1'b1) begin
                                            status <= FETCHER_READ;
                                            out_ram_address <= in_fetcher_addr;
                                        end else begin
                                            status <= IDLE;
                                        end
                                    end
                                endcase
                            end
                            2 : begin
                                case(stages)
                                    1 : begin end
                                    2 : begin
                                            out_data[7:0] <= in_ram_data;
                                    end
                                    3 : begin
                                        if(in_slb_signed) begin out_data <= $signed({in_ram_data,out_data[7:0]}); end
                                        else begin out_data <= {in_ram_data,out_data[7:0]}; end
                                        stages <= 1;
                                        slb_flag <= 1'b0;
                                        out_slb_ce <= 1'b1;
                                        if(wb_is_empty == 1'b0) begin
                                            status <= ROB_WRITE;
                                            out_ram_address <= 32'b0;
                                        end else if(fetcher_flag == 1'b1) begin
                                            status <= FETCHER_READ;
                                            out_ram_address <= in_fetcher_addr;
                                        end else begin
                                            status <= IDLE;
                                        end
                                    end
                                endcase
                            end
                            4 : begin
                                case(stages)
                                    1 : begin end
                                    2 : begin
                                        out_data[7:0] <= in_ram_data;
                                    end
                                    3 : begin
                                        out_data[15:8] <= in_ram_data;
                                    end
                                    4 : begin
                                        out_data[23:16] <= in_ram_data;
                                    end
                                    5 : begin
                                        out_data[31:24] <= in_ram_data;
                                        stages <= 1;
                                        slb_flag <= 1'b0;
                                        out_slb_ce <= 1'b1;
                                        if(wb_is_empty == 1'b0) begin
                                            status <= ROB_WRITE;
                                            out_ram_address <= 32'b0;
                                        end else if(fetcher_flag == 1'b1) begin
                                            status <= FETCHER_READ;
                                            out_ram_address <= in_fetcher_addr;
                                        end else begin
                                            status <=IDLE;
                                        end
                                    end
                                endcase
                            end
                        endcase
                    end
                    FETCHER_READ : begin
                        case(stages) 
                            1 : begin end
                            2 : begin
                                out_data[7:0] <= in_ram_data;
                            end
                            3 : begin
                                out_data[15:8] <= in_ram_data;
                            end
                            4 : begin
                                out_data[23:16] <= in_ram_data;
                            end
                            5 : begin
                                out_data[31:24] <= in_ram_data;
                                stages <= 1;
                                fetcher_flag <= 1'b0;
                                out_fetcher_ce <= 1'b1;
                                if(wb_is_empty == 1'b0) begin
                                    status <= ROB_WRITE;
                                    out_ram_address <= 32'b0;
                                end else if(slb_flag == 1'b1) begin
                                    status <= SLB_READ;
                                    out_ram_address <= in_slb_addr;
                                end else begin
                                    status <= IDLE;
                                end
                            end
                        endcase
                    end
                    IDLE : begin
                        stages <= 1;
                        status <= buffered_status;
                        out_ram_address <= (buffered_status == IO_READ) ? 32'h30000 :
                                           (buffered_status == ROB_WRITE) ? 32'b0 :
                                           (buffered_status == SLB_READ) ? in_slb_addr :
                                           (buffered_status == FETCHER_READ) ? in_fetcher_addr :
                                           32'b0;
                    end
                endcase
            end else if(in_rob_misbranch == 1'b1) begin
                fetcher_flag <= 1'b0;
                out_fetcher_ce <= 1'b0;
                slb_flag <= 1'b0;
                out_slb_ce <= 1'b0;
                out_rob_ce <= 1'b0;
                out_data <= 32'b0;
                status <= IDLE;
                stages <= 1;
                out_ram_rw <= 0;
                out_ram_address <= 32'b0;
                if(wb_is_empty == 1'b0) begin
                    status <= ROB_WRITE;
                end
            end
        end
    end
endmodule
==> /design/flow/run.sh <==
#!/bin/bash
# OpenROAD 26Q1-2900-gdf79404cd8, Yosys 0.63+post, stock flow scripts
make -C /OpenROAD-flow-scripts/flow DESIGN_CONFIG=/design/flow/config.mk WORK_HOME=/design/flow/orfs finish
==> /design/flow/config.mk <==
export PLATFORM = sky130hd
export DESIGN_NAME = memCtrl
export DESIGN_NICKNAME = memCtrl
export VERILOG_FILES = /design/flow/design.v
export SDC_FILE = /design/flow/constraint.sdc
export NUM_CORES = 4
export LEC_CHECK = 1
export CORE_UTILIZATION = 50
==> /design/flow/constraint.sdc <==
current_design memCtrl

set clk_period 12.4
set clk_io_pct 0.2

create_clock -name clk0 -period $clk_period [get_ports {clk}]

set non_clock_inputs [all_inputs -no_clocks]
set_input_delay [expr $clk_period * $clk_io_pct] -clock clk0 $non_clock_inputs
set_output_delay [expr $clk_period * $clk_io_pct] -clock clk0 [all_outputs]
==> notes.md <==
run metrics: outcome=completed, Post-CTS Setup Bufs=0, FP Core Util=50.9%, Final Hold Viols=0, min Tclk post-route=5.24 ns, count of tool warnings=32, adder share=0.641%, Main area contributors=edfxtp_1 49%, dfxtp_1 10%, mux4_2 8.7%, Hold WS=0.453 ns, DR vias/cell=6.21, simple-gate portion of the synthesized area=11.0%, clk slew on worst S/H paths=0.06 ns, routed len/inst=24.3 um, # Cells Yosys=1379, MaxCap Viol Count=0, clock latency on the worst-skew pair=0.55 ns, gpl congestion=0.981, met3 Use GR=10.8%, GRT busiest layer=met1, worst-path fanout max=39, reg2reg end=out_ram_address[23], warnings from Yosys=1, Top non-seq family=AND-OR/OR-AND gates, TritonCTS clock tree=built, total chip power=2.81 mW, largest net degree at the start of global routing=49, VDD IR max=0.105 mV, pwr dens=130 nW/um^2, I/O pins=234, Core Box Area=34500 sq um, Worst Hold End=out_data[25], Synth area leader=edfxtp_1, cell area after synthesis=17600 sq um, Peak Freq=0.191 GHz, largest delay contributor family on the critical path=buffers and inverters, Post-CTS Hold Fix Bufs=0, final setup violation count=0, main flop type=edfxtp_1, Iteration-0 DRC Markers=965, Resized Gates After CTS=0, fin. max-slew vios=0, leakage power=7.00 nW, # DRC=0, Post-Route Setup TNS=0 ns, Detailed Route WL=50300 um, Core Util, Final=62.3%, area fraction in mux cells=9.59%, # H-tree levels=2, Setup CP Type=in -> reg, die footprint=35900 sq um, num rows=68, ys flops=377, global-route wire length before repair=75900 um, Chip Width=189 um, synth unique cells=79, Hold Crit Start=out_data[25], Top cell area share=49.2%, register share after synthesis=59.4%, crit-path cells=clkdlybuf4s50_1 > nand2_1 > a21oi_1 > o21ai_0 > nor2_1 > and2_2 > buf_4 > buf_4, Avg Inst Size Synth=12.7 sq um, Critical Path End Type=register, initial antenna violation count=3, most common logic cells in the final layout=288 x edfxtp_1, 233 x clkdlybuf4s50_1, 116 x nand2_1, die height=189 um, R2R cell count=9, CTS Buf Count=39, Clock Skews=0.0273 ns, Slew @ Worst Pin=0.878 ns, All-Layer GR Usage=30.7%, CTS Sinks=377, number of port buffers=233, Final ANT Viol Nets=0, Filler cells=2707, Post-synth EDFFs=288, FF+latch area=10400 sq um, Crit path largest cell delay=0.75 ns, drt pass-1 iters=5, xor and xnor fraction of the mapped netlist area=2.04%, layout cell share with drive strength beyond 1=11.0%, yosys synthesis chip area=17600 sq um, WP data arrival=5.41 ns, worst hold stages=1, Hold Path Class=reg -> reg, DR vias=12.9k, CTS Root Cell=clkbuf_16, crit share post-route=42.3%, unrepaired setup endpoints after global routing=false, worst path buffer plus inverter count=3, CP dominant cell by count=buf_4, most frequent logic cell in the layout=edfxtp_1, Syn Inst Count=1379, met2 Usage GRT=44.1%, Detailed Place HPWL=33700 um, Worst Setup Start Kind=input port, yosys aoi share=14.6%, vias in the first global route=12.7k, CTS Buffer Depth=3, flop-to-flop setup slack=8.41 ns, Async SR Flop Fraction=0%, Comb area=6680 sq um, Rel. slew slack=41.0%, met1 usage=49.8%, reg2reg start=stages[1], Crit path required time=12.57 ns, grt ovf=0, Max stage delay cell, worst path=clkdlybuf4s50_1, area grow syn2layout=22.6%
report_power, final:
group / switching, mW / internal, mW / total (mW)
clock: 0.475 / 0.656 / 1.13
sequential: 0.0164 / 1.37 / 1.39
combinational: 0.174 / 0.115 / 0.289
logic make-up (layout without fill, tap and decap cells):
logic type	count (synthesis)	in the layout
fa+ha+maj	9	9
other cells	0	1
mux	83	83
simple gates	385	385
compound gates	372	372
buf+inv	112	349
flops	377	377
xor+xnor	41	41
per-layer routing:
metal	part of all wire (%)	wire length [um]
met5	0.054	27
met1	41	20400
met3	11	5550
met2	46	22900
met4	2.9	1440
synthesized netlist by cell type, drive strengths merged (4+ instances only):
cell     number
mux2i        12
edfxtp      288
buf          35
a32o          6
or3           9
o21ai        74
o21a          5
a22o         37
clkbuf       56
xor2         18
and4          9
dfxtp        89
nand2       116
inv          21
nand4        18
nand3        42
a311oi        4
a31oi        11
a221o        12
a21oi        88
a22oi        21
and3         15
mux4         68
nor2b        10
o22ai        13
nor2         78
o2bb2ai       4
a221oi       14
a211o         4
nor3         28
a21o         16
and2         12
o211ai       12
xnor2        23
o221ai        6
nor3b        17
a211oi       15
nor4         14
nand2b        5
ha            9
registers in the layout, summed over array words and instances, names as in the netlist, 2 cells and up:
signal and cells:
head 2, tail 2, status 5, wait_uart 2, stages 6, wb_size 24, out_ram_data 8, wb_data 128
out_data 32, out_ram_address 32, wb_addr 128
how the worst max path moves through the flow:
stage	start	to	slack (ns)	cells past startpoint
after CTS	rdy	wb_size[0][3]	7.15	8
after global routing	rdy	wb_data[0][23]	6.86	8
final	rdy	wb_data[0][31]	7.16	8
cell type report:
cell class                      count  share of cell area, %
Multi-Input combinational cell    890                   31.0
Clock buffer                       51                   4.84
Timing Repair Buffer              263                   11.9
Tap cell                          455                   2.64
Sequential cell                   377                   48.5
Clock inverter                     14                  0.773
Inverter                           21                  0.366
Antenna cell                        1                 0.0116
stage by stage:
stage                     area (sq um)  setup slack [ns]  instances
after CTS                        21500              7.15       2071
after floorplan                  17600              6.84       1379
after global routing             21500              6.86       2071
final                            21500              7.16       2072
after detailed placement         20300              6.59       2006
after global placement           20300              6.65       2006
worst register-to-register path: cells and delay by family (launching register included):
family / cells / cell delay (ns)
flops: 1 / 0.34
buf+inv: 1 / 0.13
fa+ha+maj: 1 / 0.28
simple gates: 3 / 1.58
compound gates: 4 / 1.55
Power and IR drop assume default switching activity.
